==> ./design.v <==
module inferred_bram_1wr_1rd#(
	parameter AWIDTH = 5,
	parameter DWIDTH = 32
) (
	input wire clk,
	input wire [AWIDTH-1:0] write_addr,
	input wire [DWIDTH-1:0]	write_data,
	input wire [AWIDTH-1:0] read_addr,
	output reg [DWIDTH-1:0] read_data
);
	reg [DWIDTH-1:0] mem [2**AWIDTH-1:0];
	initial begin
		int k;
		for(k=0;k<2**AWIDTH;k=k+1)
			mem[k]='0;
	end
	always@(posedge clk) begin
		mem[write_addr] <= write_data;
		read_data <= mem[read_addr];
	end
endmodule
module regbank#(
	parameter DWIDTH = 32,
	parameter AWIDTH = 5,
	parameter READ_PORT = 2
) (
	input wire clk,
	input wire reset, 
	input wire [DWIDTH-1:0] write_data,
	input wire [AWIDTH-1:0] write_address,
	input wire [READ_PORT-1:0][AWIDTH-1:0] read_addr,
	output wire [READ_PORT-1:0][DWIDTH-1:0] read_data,
	input wire [AWIDTH-1:0] invalidate_register,
	output reg [2**AWIDTH-1:0] register_valid
);
	always_ff@(posedge clk) begin
		register_valid[invalidate_register] <= 0;
		register_valid[write_address] <= 1;
		register_valid[0] <= 1;
		if (reset)
			register_valid <= '1;
	end
	genvar i;
	generate
		for(i=0;i<READ_PORT;i=i+1) begin
			wire [31:0] read_data_int;
			inferred_bram_1wr_1rd#(.AWIDTH(AWIDTH),.DWIDTH(DWIDTH)) ram (
				.clk		(clk			),
				.write_addr (write_address  ),
				.write_data (write_data     ),
				.read_addr  (read_addr[i]   ),
				.read_data  (read_data_int  ));
			assign read_data[i] = |read_addr[i] ? read_data_int : '0;
		end
	endgenerate
endmodule
==> ./run.sh <==
#!/bin/bash
# OpenROAD 26Q1-2900-gdf79404cd8, Yosys 0.63+post, stock flow scripts
make -C /OpenROAD-flow-scripts/flow DESIGN_CONFIG=/design/flow/config.mk WORK_HOME=/design/flow/orfs finish
==> ./config.mk <==
export PLATFORM = sky130hd
export DESIGN_NAME = regbank
export DESIGN_NICKNAME = regbank
export VERILOG_FILES = /design/flow/design.v
export SDC_FILE = /design/flow/constraint.sdc
export NUM_CORES = 4
export LEC_CHECK = 1
export CORE_UTILIZATION = 40
==> ./constraint.sdc <==
current_design regbank

set clk_period 6.4
set clk_io_pct 0.2

create_clock -name clk0 -period $clk_period [get_ports {clk}]

set non_clock_inputs [all_inputs -no_clocks]
set_input_delay [expr $clk_period * $clk_io_pct] -clock clk0 $non_clock_inputs
set_output_delay [expr $clk_period * $clk_io_pct] -clock clk0 [all_outputs]
==> ci_impl_report.md <==
### Metrics collected by this job

| Metric | Value |
|---|---|
| Fin crit share | around four fifths |
| Clock Skew | 0.0183 ns |
| R2R setup slack | around 5.0 ns |
| WL final | around 160 mm |
| IO Count | 150 |
| First-pass GRT wire length | 226 mm |
| CORE AREA | approximately 130000 sq um |
| Number of cells in Yosys stat | 3579 |
| Stages on worst setup path | 7 |
| Setup bufs post-CTS | 0 |
| CP Capture Point | read_data[17] |
| Clock sink count | 1119 |
| Vias in the first global route | 33609 |
| I/O Buffers | around 150 |
| CTS Hold Buffers Added | 0 |
| Met2 Resource Use GR | a little under two fifths |
| Max-slew violations | 0 |
| Max Cap Viol | 0 |
| Mapped Area | 51300 sq um |
| Post-Syn Instances | 3579 |
| CTS Buf Count | 118 |
| Clk latency late pin | roughly 0.73 ns |
| HPWL Detailed | 85.9 mm |
| Reg-to-Reg End | genblk1[0].ram.read_data[7]$_DFF_P_ |
| Worst setup margin | approximately 1.2 ns |
| Most used flip-flop cell | edfxtp_1 |
| Antenna violations before repair | 1 |
| Peak supply drop | about 0.0002 V |
| Met3 GRT Util | 17.2% |
| PostCTS Resize Cnt | 0 |
| Floorplan Utilization | 40.3% |
| RSZ-0062 raised after global routing | no |
| Area after DPL | 55200 sq um |
| Die Area | approximately 130000 sq um |
| Slowest CP cell | nor2_4 |
| Setup violators final | 0 |
| CTS tree | built |
| Crit path kind | in2out |
| Static Leak | 21.3 nW |
| Worst hold path type | reg2reg |
| Gr busiest metal | met2 |
| Tool warnings | 33 |
| RR Startpoint | genblk1[1].ram.mem[3][7]$_DFFE_PP_ |
| Status | complete, no violations |
| Min Tclk post-route | approximately 5.2 ns |
| Root Driver | clkbuf_16 |
| Post-synth regs | 1119 |
| Synth async-reset ratio | 0% |
| CP top delay family | simple AND/OR/NAND/NOR gates |
| # DRC | 0 |
| Layout filler cell count | between 10000 and 15000 |
| Register-to-Register Path Depth | 4 |
| Via total after detailed routing | approximately 33000 |
| RePlAce Congestion | 0.858 |
| Met1 Track Usage GR | 33.6% |
| Final core occ | 46.3% |
| Fraction of layout cells with a size suffix above 1 | under 10% |
| Reg clk slew, reported paths | 0.06 ns |
| All-Layer GR Usage | 25.9% |
| CP max FO | 18 |
| Final hold viol count | 0 |
| Drt wl/cell | between 20 and 30 um |
| Yosys stat chip area | 51300 sq um |
| Average cell area after synthesis | 14.3 sq um |
| Final Cell Area | a little under 60000 sq um |
| Remaining Overflow, GRT | 0 |
| WP buf/inv | 3 |
| Max transition margin | 35.1% |
| Via density | ~6.0 |
| Critical Path Sink Type | output port |
| Std cell rows | 131 |
| Post-synth EDFFs | ~1000 |
| Die y size | approximately 360 um |
| Worst-path cell chain | clkdlybuf4s50_1 > nor2_4 > nand2_1 > nor2_4 > buf_12 > nor2b_1 > clkdlybuf4s50_1 |
| Critical Path RT | 5.12 ns |
| Die Wd | 360 um |
| CTS HTree Levels | 3 |
| Worst-case clock buffer depth | 3 |
| Seq/Total Area, Yosys | between 60% and 70% |
| Violation count after the first detailed-route iteration | roughly 2300 |
| Min Hold Slack | 0.492 ns |
| Post-Place Setup Slack | 1.20 ns |
| Diodes inserted | 0 |
| Fmax | 193 MHz |
| Length of the first detailed-routing pass in iterations | 5 |
| Post-route ant nets | 0 |
| Crit path DAT | roughly 3.9 ns |
| Top cells excl fill/tap | mux2i_1, edfxtp_1, a22oi_1 |
| Pin count of the biggest net entering global routing | 89 |
| Worst-Margin Slew | 0.966 ns |
| Setup TNS | 0 ns |
| Max stage delay on crit path | 0.71 ns |
| First element of the critical path | read_addr[1] |
| Post-synth cell types | 36 |
| Power per cell area | 279 nW/um^2 |
| Area overhead of the layout relative to synthesis | 14.9% |
| Critical Path Source Type | primary input |
| Synth Warn # | 2 |
-- power breakdown --
group	total (W)	internal [W]	switching, W	leakage [nW]
registers	0.00826	0.00818	0.0000781	10.0
logic	0.00151	0.000583	0.000932	9.44
clock network	0.00668	0.00385	0.00283	1.86
-- state kept, by name, summed over array words and instances (netlist names) --
register and count:
genblk1.ram.mem 1024, genblk1.ram.read_data 64, register_valid 31
-- cells in the mapped netlist, drive strengths merged, types with 3 or more instances --
cell       n  area [sq um]
nor4       4          25.0
nand3    268          1340
dfxtp     95          1900
edfxtp  1024         30700
nor2      49           184
inv        6          22.5
a21oi     68           340
a221o     31           310
nor3b      3          32.5
a31oi      3          18.8
or3        3          18.8
mux2i   1024         10200
nor2b     76           475
a22oi    449          3370
or2        3          18.8
nand2b     8          50.1
nor3       5          25.0
o22ai      4          25.0
and2       4          25.0
nand2     92           348
buf      119           572
ha         9           113
nand4     64           400
o21ai      7          38.8
clkbuf   155           582
-- final cells by class --
type | count | area (sq um) | area share (%)
clock buffer | 159 | 3330 | 5.65
clock inverter | 55 | 429 | 0.728
inverter | 6 | 22.5 | 0.0382
multi-input combinational | 2180 | 17800 | 30.2
sequential | 1119 | 32700 | 55.4
tap | 1662 | 2080 | 3.53
timing repair buffer | 280 | 2620 | 4.45
-- kinds of logic (layout without fill, tap and decap cells) --
| group | count (synthesis) | count (layout) | share of synthesized area [%] |
|---|---|---|---|
| AND/OR/NAND/NOR | 583 | 583 | 5.82 |
| adder cells (fa/ha/maj) | 9 | 9 | 0.220 |
| flip-flops | 1119 | 1119 | 63.7 |
| buffers and inverters | 280 | 500 | 2.29 |
| AND-OR/OR-AND | 563 | 563 | 8.02 |
| multiplexers | 1024 | 1024 | 20.0 |
| other | 1 | 1 | 0.00731 |
-- worst register-to-register path, stage by stage (launching register included) --
cell and delay, ns:
edfxtp_1 0.38, mux2i_1 0.16, a22oi_1 0.12, nand3_1 0.14, nand4_1 0.35
-- through the flow --
| stage | power (W) | cells |
|---|---|---|
| floorplan | 0.00922 | 3579 |
| global placement | 0.00991 | 5247 |
| detailed placement | 0.00991 | 5247 |
| CTS | 0.0165 | 5461 |
| global route | 0.0170 | 5461 |
| finish | 0.0164 | 5461 |
-- per-layer routing --
layer / wire length, um / share of wire (%)
met2: 70600 / 45
met5: 32 / 0.020
met1: 57400 / 36
met4: 4170 / 2.6
met3: 25300 / 16
-- worst min path at each step --
stage | from | end | slack [ns] | cells past startpoint
after global routing | register_valid[24]$_SDFF_PP1_ | register_valid[24]$_SDFF_PP1_ | 0.50 | 1
after CTS | register_valid[10]$_SDFF_PP1_ | register_valid[10]$_SDFF_PP1_ | 0.49 | 1
final | register_valid[10]$_SDFF_PP1_ | register_valid[10]$_SDFF_PP1_ | 0.49 | 1
Power and IR drop assume default switching activity.
