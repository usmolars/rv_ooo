[./run.sh]
#!/bin/bash
# OpenROAD 26Q1-2900-gdf79404cd8, Yosys 0.63+post, stock flow scripts
make -C /OpenROAD-flow-scripts/flow DESIGN_CONFIG=/design/flow/config.mk WORK_HOME=/design/flow/orfs finish
[./config.mk]
export PLATFORM = sky130hd
export DESIGN_NAME = alu_int
export DESIGN_NICKNAME = alu_int
export VERILOG_FILES = /design/flow/design.v
export SDC_FILE = /design/flow/constraint.sdc
export NUM_CORES = 4
export LEC_CHECK = 1
export CORE_AREA = 10 10 150 150
export DIE_AREA = 0 0 160 160
[./constraint.sdc]
current_design alu_int

set clk_period 1.9
set clk_io_pct 0.2

create_clock -name clk0 -period $clk_period [get_ports {clk}]

set non_clock_inputs [all_inputs -no_clocks]
set_input_delay [expr $clk_period * $clk_io_pct] -clock clk0 $non_clock_inputs
set_output_delay [expr $clk_period * $clk_io_pct] -clock clk0 [all_outputs]
[./design.v]
typedef enum logic [6:0] {
	LUI		=	7'b0110111,
	AUIPC	=	7'b0010111,
	JAL	    =	7'b1101111,
	JALR 	=	7'b1100111,
	BRANCH	=	7'b1100011,
	LOAD	=	7'b0000011,
	STORE	=	7'b0100011,
	ALUI	=	7'b0010011,
	ALU	    =	7'b0110011,
	FENCE	=	7'b0001111,
	PRIVI	=	7'b1110011
}	OPCODE;
typedef enum logic [2:0] {
	UNIT_FLOW 			= 1,
	UNIT_ALU_INT 		= 2,
	UNIT_LOAD_STORE		= 4,
	UNIT_NOT_IMPLEMENTED = 7
} OPCODE_UNIT;
typedef enum logic [1:0] {
	DEPENDANCY_NO		=	2'b00,
	DEPENDANCY_RS1		=	2'b01,
	DEPENDANCY_RS2		=   2'b11
} OPCODE_DEPENDANCY;
typedef struct packed {
	logic	[6:0]	funct7	;
	logic	[4:0]	rs2     ;
	logic	[4:0]	rs1     ;
	logic	[2:0]	funct3  ;
	logic	[4:0]	rd      ;
	OPCODE			opcode  ;
} R_TYPE_INSTRUCTION;
typedef struct packed {
	logic	[11:0]	imm     ;
	logic	[4:0]	rs1     ;
	logic	[2:0]	funct3  ;
	logic	[4:0]	rd      ;
	OPCODE			opcode  ;
} I_TYPE_INSTRUCTION;
typedef struct packed {
	logic	[6:0]	imm12   ;
	logic	[4:0]	rs1     ;
	logic	[4:0]	rs2		;
	logic	[2:0]	funct3  ;
	logic	[4:0]	imm5    ;
	OPCODE			opcode  ;
} S_TYPE_INSTRUCTION;
typedef struct packed {
	logic	[6:0]	imm12   ;
	logic	[4:0]	rs1     ;
	logic	[4:0]	rs2		;
	logic	[2:0]	funct3  ;
	logic	[4:0]	imm5    ;
	OPCODE			opcode  ;
} B_TYPE_INSTRUCTION;
typedef struct packed {
	logic	[19:0]	imm   	;
	logic	[4:0]	rd    	;
	OPCODE			opcode	;
} U_TYPE_INSTRUCTION;
typedef struct packed {
	logic	[19:0]	imm   	;
	logic	[4:0]	rd    	;
	OPCODE			opcode  ;
} J_TYPE_INSTRUCTION;
typedef union packed {
	R_TYPE_INSTRUCTION 	r_type;
	I_TYPE_INSTRUCTION 	i_type;
	S_TYPE_INSTRUCTION 	s_type;
	B_TYPE_INSTRUCTION 	b_type;
	U_TYPE_INSTRUCTION 	u_type;
	J_TYPE_INSTRUCTION 	j_type;
	logic 	[31:0]		instruction_raw;
} INSTRUCTION;
typedef struct packed {
	INSTRUCTION			instruction	;
	logic	[31:0]		pc			;
	logic	[31:0]		pc_4		;
} INSTRUCTION_FECHED;
typedef struct packed {
	INSTRUCTION			instruction	;
	logic	[31:0]		pc			;
	logic	[31:0]		pc_4		;
	OPCODE_DEPENDANCY	dependancy	;
	OPCODE_UNIT			unit		;
} INSTRUCTION_DECODED;
typedef struct packed {
	INSTRUCTION			instruction	;
	logic	[31:0]		pc			;
	logic	[31:0]		pc_4		;
	OPCODE_DEPENDANCY	dependancy	;
	OPCODE_UNIT			unit		;
	logic	[6:0]		rs1			;
	logic	[6:0]		rs2			;
	logic	[6:0]		rd			;
} INSTRUCTION_RENAMED;
typedef struct packed {
	INSTRUCTION			instruction	;
	logic	[31:0]		pc			;
	logic	[31:0]		pc_4		;
	logic	[6:0]		rs1			;
	logic	[6:0]		rs2			;
	logic	[6:0]		rd			;
} INSTRUCTION_SCHEDULED;
typedef enum logic [3:0] {	
	ADD		=	4'b0000,
	SLL     =	4'b0001,
	SLT     =	4'b0010,
	SLTU    =	4'b0011,
	XOR     =	4'b0100,
	SR 	    =	4'b0101,
	OR      =	4'b0110,
	AND     =	4'b0111,
	SUB		=	4'b1000,
	SRA		=	4'b1101,
	ALU_NOP	= 	4'b1111
}	ALU_FUNC;
typedef struct packed {
	ALU_FUNC		alu_func;
	logic	[31:0]	lhs;
	logic	[31:0]	rhs;
	logic	[6:0]	rd;
} INSTRUCTION_ALU;
typedef enum logic [3:0] {
	LS_LB	= 4'b1000,
	LS_LH   = 4'b1001,
	LS_LW   = 4'b1010,
	LS_LBU  = 4'b1011,
	LS_LHU  = 4'b1100,
	LS_SB   = 4'b1101,
	LS_SH   = 4'b1110,
	LS_SW   = 4'b1111,
	LS_NOP 	= 4'b0000
} LS_FUNC;
typedef struct packed {
	LS_FUNC			ls_func;
	logic	[31:0]	addr;
	logic	[31:0]	data;
	logic 	[6:0]	rd;
} INSTRUCTION_LS;
typedef enum logic [1:0] {
	FLOW_JAL	=	2'b01,
	FLOW_JALR   =	2'b10,
	FLOW_BRANCH = 	2'b11,
	FLOW_NOP	=	2'b00
} FLOW_FUNC;
typedef enum logic [2:0] {
	BEQ 	=	3'b000,
	BNE		=	3'b001,
	BLT     =	3'b100,
	BGE     =	3'b101,
	BLTU    =	3'b110,
	BGEU    =	3'b111,
	BINVALID=	3'b011
} BRANCH_TYPE;
typedef struct packed {
	FLOW_FUNC		flow_func;
	BRANCH_TYPE		branch_type;
	logic	[31:0]	pc_lhs;
	logic	[31:0]	pc_rhs;
	logic	[31:0]	branch_lhs;
	logic	[31:0]	branch_rhs;
	logic	[31:0]	pc_4;
	logic	[6:0]	rd;
} INSTRUCTION_FLOW;
typedef struct packed {
	logic	[31:0]	data;
	logic	[6:0]	dest;
} RESULT;
module alu_int(
	input wire clk,
	input wire reset,
	input 	wire	[127:0]			register_valid,
	input 	INSTRUCTION_RENAMED 	instruction_data,	
	input 	wire 					instruction_valid, 
	output 	wire					instruction_ready,	
	output	wire	[1:0][6:0]		read_addr,
	input	wire	[1:0][31:0]		read_data,
	output 	wire 					result_valid,
	input 	wire 					result_ready,
	output 	RESULT 					result_data	    
);
	INSTRUCTION_SCHEDULED	scheduler_instruction_data	;
	wire					scheduler_instruction_valid ;
	reg						scheduler_ready		        ;
	INSTRUCTION_ALU			alu_instruction_data		;
	RESULT 					alu_result					;    
	wire 					alu_result_valid			;
fifo#(
.DEPTH(4),
.WIDTH($bits(alu_result))
) alu_result_buffer (
.clk			(clk				),
.reset          (reset				),
.valid_i        (alu_result_valid	),
.ready_i        (scheduler_ready	),
.data_i         (alu_result			),
.valid_o        (result_valid		),
.ready_o        (result_ready		),
.data_o         (result_data		));
alu_p1 alu_p1(
.clk			(clk					),
.reset          (reset                  ),
.instruction	(alu_instruction_data	),
.result			(alu_result				),
.result_valid	(alu_result_valid		));
alu_p0 alu_p0(
.clk			(clk						),
.reset	        (reset						),
.addra          (read_addr[0]				),
.addrb          (read_addr[1]				),
.dataa          (read_data[0]				),
.datab          (read_data[1]				),
.instruction_i  (scheduler_instruction_data	),
.valid_i        (scheduler_instruction_valid),
.instruction_o  (alu_instruction_data		));
scheduler#(.SLOT(4)) scheduler (
.clk			(clk						),
.reset          (reset	                    ),
.register_valid (register_valid             ),
.instruction_i  (instruction_data			),
.valid_i        (instruction_valid & instruction_data.unit == UNIT_ALU_INT),
.ready_i        (instruction_ready			),
.instruction_o  (scheduler_instruction_data	),
.valid_o        (scheduler_instruction_valid),
.ready_o        (scheduler_ready			));
endmodule
module alu_p0(
	input wire clk,
	input wire reset,
	output	wire			[6:0]	addra,
	output	wire			[6:0]	addrb,
	input	wire			[31:0]	dataa,
	input	wire			[31:0]	datab,
	input	INSTRUCTION_SCHEDULED 	instruction_i,
	input	logic					valid_i, 
	output	INSTRUCTION_ALU			instruction_o
);
	wire [31:0] instruction_raw;
	assign instruction_raw = instruction_i.instruction.instruction_raw;
	reg valid_d;
	reg [31:0] imm_I_type;
	reg [31:0] imm_U_type;
	reg [31:0] pc;
	reg [6:0] rd;
	reg [4:0] shamt;	
	reg [2:0] funct3;
	reg is_imm;
	reg is_shamt;
	reg is_sub_sra;
	reg is_lui;
	reg is_auipc;
	assign addra = instruction_i.rs1;
	assign addrb = instruction_i.rs2;
	always_ff@(posedge clk) begin
		valid_d <= valid_i;
		imm_I_type <= {{20{instruction_raw[31]}},instruction_raw[30:20]};
		imm_U_type <= {instruction_raw[31:12],12'b0};
		pc <= instruction_i.pc;
		rd <= instruction_i.rd;
		is_imm <= instruction_i.instruction.r_type.opcode == 7'b0010011;
		is_shamt <= (instruction_i.instruction.r_type.funct3 == SR | instruction_i.instruction.r_type.funct3 == SLL);
		is_sub_sra <= instruction_i.instruction.r_type.funct7 == 7'b0100000;
		funct3 <= instruction_i.instruction.r_type.funct3;
		shamt <= instruction_i.instruction.r_type.rs2;
		is_lui <= instruction_i.instruction.r_type.opcode == 7'b0110111;
		is_auipc <= instruction_i.instruction.r_type.opcode == 7'b0010111;
		if(reset)
			valid_d<='0;
	end
	always_ff@(posedge clk) begin
		instruction_o.lhs <= is_lui ? '0 : is_auipc ? pc : dataa;
		instruction_o.rhs <= (is_lui | is_auipc) ? imm_U_type : is_imm ? (is_shamt ? shamt : imm_I_type) : datab;
		instruction_o.rd <= rd;
		case({is_sub_sra,funct3})
			4'b0000: instruction_o.alu_func <= ADD	;
			4'b0001: instruction_o.alu_func <= SLL  ;
			4'b0010: instruction_o.alu_func <= SLTU ;
			4'b0011: instruction_o.alu_func <= SLT  ;
			4'b0100: instruction_o.alu_func <= XOR  ;
			4'b0101: instruction_o.alu_func <= SR   ;
			4'b0110: instruction_o.alu_func <= OR   ;
			4'b0111: instruction_o.alu_func <= AND  ;
			4'b1000: instruction_o.alu_func <= SUB  ;
			4'b1101: instruction_o.alu_func <= SRA  ;
			default: instruction_o.alu_func <= ALU_NOP	;
		endcase
		if (is_lui | is_auipc)
			instruction_o.alu_func <= ADD	;
		if (!valid_d)
			instruction_o.alu_func <= ALU_NOP	;
	end
endmodule
module alu_p1(
	input wire clk,
	input wire reset,
	input	INSTRUCTION_ALU instruction,
	output 	RESULT			result,
	output	reg 			result_valid
);
	always_ff@(posedge clk) begin
		case(instruction.alu_func)
			ADD		:	begin
							result.dest <= instruction.rd;
							result.data <= instruction.lhs + instruction.rhs;
							result_valid <= 1;
						end	
			SLL 	: 	begin
							result.dest <= instruction.rd;
							result.data <= instruction.lhs << instruction.rhs;
							result_valid <= 1;
						end	
			SLT 	: 	begin
							result.dest <= instruction.rd;
							result.data <= ($signed(instruction.lhs)) < ($signed(instruction.rhs)) ? '1 : '0;
							result_valid <= 1;
						end	
			SLTU	: 	begin
							result.dest <= instruction.rd;
							result.data <= instruction.lhs < instruction.rhs ? '1 : '0;
							result_valid <= 1;
						end	
			XOR 	: 	begin
							result.dest <= instruction.rd;
							result.data <= instruction.lhs ^ instruction.rhs;
							result_valid <= 1;
						end	
			SR 		: 	begin
							result.dest <= instruction.rd;
							result.data <= instruction.lhs >> instruction.rhs;
							result_valid <= 1;
						end	
			OR  	: 	begin
							result.dest <= instruction.rd;
							result.data <= instruction.lhs | instruction.rhs;
							result_valid <= 1;
						end	
			AND 	: 	begin   
							result.dest <= instruction.rd;
							result.data <= instruction.lhs & instruction.rhs;
							result_valid <= 1;
						end	
			SUB		: 	begin
							result.dest <= instruction.rd;
							result.data <= instruction.lhs - instruction.rhs;
							result_valid <= 1;
						end
			SRA		: 	begin
							result.dest <= instruction.rd;
							result.data <= instruction.lhs >>> instruction.rhs;
							result_valid <= 1;
						end
			default	: 	begin   
							result.dest <= '0;
							result.data <= '0;
							result_valid <= 0;
						end
		endcase
	end
endmodule
module fifo#(
parameter DEPTH = 2,
parameter WIDTH = 32,
parameter ALMOST_FULL = 1
) (
input 	wire 				clk,
input 	wire 				reset,
input 	wire 				valid_i,
output 	reg 				ready_i,
input 	wire 	[WIDTH-1:0] data_i,
output	reg					valid_o,
input	wire				ready_o,
output	wire	[WIDTH-1:0]	data_o
);
reg [WIDTH-1:0]	data [2**DEPTH-1:0];
reg [DEPTH-1:0]	ptr_i;
reg	[DEPTH-1:0]	ptr_o;
reg [DEPTH-1:0] fill;
always@(posedge clk) begin
	if(valid_o & ready_o) begin
		ptr_o <= ptr_o + 1;
		fill = fill - 1;
		ready_i <= 1;
		if(fill==0)
			valid_o<=0;
	end
	if(valid_i & ready_i) begin
		fill = fill+1;
		ptr_i <= ptr_i + 1;
		valid_o <= 1;
		if(fill==0)
			ready_i <= 0;
	end
	if(reset) begin
		valid_o <= 0;
		fill = '0;
		ptr_o <= '0;
		ptr_i <= '0;
		ready_i <= 1;
	end
end
always@(posedge clk) begin
	if(valid_i & ready_i)
		data[ptr_i] <= data_i;
end
	assign data_o = data[ptr_o];
endmodule
module scheduler#(
	parameter SLOT = 4,
	parameter REGISTER_COUNT = 128
) (
	input wire clk,
	input wire reset, 
	input wire [REGISTER_COUNT-1:0] register_valid,
	input	INSTRUCTION_RENAMED	instruction_i,
	input	logic				valid_i,
	output	logic				ready_i, 
	output 	INSTRUCTION_SCHEDULED 	instruction_o,
	output 	logic 					valid_o,
	input	logic					ready_o
);
	INSTRUCTION_RENAMED [SLOT-1:0] pending_instruction;
	INSTRUCTION_RENAMED instruction_scheduled;
	reg instruction_valid;
	reg [$clog2(SLOT)-1:0] instruction_valid_index;
	reg [$clog2(SLOT)-1:0] fill;
	reg [SLOT-1:0] instruction_in_slot;
	reg [$clog2(SLOT)-1:0] empty_slot;
	wire [SLOT-1:0] instruction_dependancy_check;
	genvar i;
	generate 			
		for(i=0;i<SLOT;i=i+1) begin
			wire [6:0] rs1;
			wire [6:0] rs2;
			wire rs1_valid;
			wire rs2_valid;
			OPCODE_DEPENDANCY dependancy;		
			assign rs1 = pending_instruction[i].rs1;
			assign rs2 = pending_instruction[i].rs2;
			assign dependancy = pending_instruction[i].dependancy;
			assign rs1_valid = (register_valid[rs1]|(dependancy==DEPENDANCY_NO));
			assign rs2_valid = (register_valid[rs2]|(dependancy!=DEPENDANCY_RS2));
			assign instruction_dependancy_check[i] = rs1_valid & rs2_valid;	
		end
	endgenerate
	int j;
	always_comb begin
		empty_slot<='0;
		for(j=SLOT-1;j>=0;j=j-1)
			if(!instruction_in_slot[j])
				empty_slot<=j;
	end
	int k;
	always_comb begin
		instruction_valid<=0;
		instruction_valid_index<=0;
		for(k=SLOT-1;k>=0;k=k-1)
			if(instruction_dependancy_check[k] & instruction_in_slot[k]) begin
				instruction_valid_index<=k;
				instruction_valid<=1;
			end
	end
	always_ff@(posedge clk) begin
		valid_o <= instruction_valid;
		if(instruction_valid & ready_o) begin
			instruction_scheduled <= pending_instruction[instruction_valid_index];
			instruction_in_slot[instruction_valid_index] <= 0;
			fill = fill - 1;
			ready_i <= 1;
		end
		if(valid_i & ready_i) begin
			pending_instruction[empty_slot] <= instruction_i;
			instruction_in_slot[empty_slot] <= 1;
			fill = fill + 1;
			if(fill==SLOT-1)
				ready_i <= 0;
		end
		if(reset) begin
			instruction_in_slot <= '0;
			fill = '0;
			ready_i <= 1;
		end
	end
	assign instruction_o.instruction	=	instruction_scheduled.instruction	;	
	assign instruction_o.pc				=   instruction_scheduled.pc			;
	assign instruction_o.pc_4			=   instruction_scheduled.pc_4		    ;
	assign instruction_o.rs1			=	instruction_scheduled.rs1		    ;
	assign instruction_o.rs2			=	instruction_scheduled.rs2		    ;
	assign instruction_o.rd				= 	instruction_scheduled.rd			;
endmodule
==> notes.md <==
Quick summary of the implementation run below.

In the hold timing report, the worst path depth is 2. The portion of the clock cycle consumed by the worst path in the final layout came out at about four fifths. The final layout contains routed wiring with a total length of between 1000 and 1500 um. Per the synthesis report, the single largest cell type by area occupies roughly three quarters of cell area. The HPWL after detailed placement is 1092 um. Setup repair after global routing left no endpoint under its margin. The reported max-cap violation count came out at 0.

The worst setup path is captured at a primary output. For this run, the leading register cell type out of synthesis is sky130_fd_sc_hd__dfxtp_1. The number of enable flip-flop cells is 0. The run finished with clean final reports. The chip area came out at approximately 26000 um2. Per the Yosys statistics, synthesis produced between 60 and 70 cells.

The smallest hold slack is about 0.52 ns. Warnings reported by Yosys during synthesis add up to 28. The switching fraction of total power is roughly 16%.

The number of I/O port buffers is 6. The most common cell in the synthesized netlist is sky130_fd_sc_hd__buf_4. According to the floorplan report, the die width is between 150 and 200 um. The OpenROAD report gives the critical path a required time of 1.52 ns.

The layout summary lists the proportion of cells stronger than drive strength 1 as ~6.5%. The post-route antenna net violation count came out at 0. The detail-routed via count per cell is 0.8801. The number of hold-repair buffers added at the cts stage came out at 0.

The CTS sink count came out at 3. The critical path launch point type is a flop. The final tally of max-slew violations came out at 0. The post-synthesis instance area came out at about 540 um2. The routed design shows a wire length per standard cell of approximately 3.6 um.

The global-route layer with the greatest usage is met1. The clock group share of total power came out at about four fifths. The area growth from synthesis to layout is 48.62%. The highest attainable clock frequency is about 640 MHz. In the post-route analysis, the smallest setup slack over all paths is around 0.34 ns. The buffers plus inverters on the worst setup path is 1.

Looking at the hold checks, the worst path lands on scheduler.fill[1]. The final route contains 301 vias. The post-route clock skew came out at 0.0004897 ns. The number of global-route vias before repair is between 400 and 500.

The worst register-to-register path begins at scheduler.fill[0]. The latest clock arrival within the worst-skew pair came out at roughly 0.22 ns. For this design the static power due to leakage is roughly 0.00028 uW.

The core footprint came out at just under 20000 um2. The longest incremental delay of any stage on the critical path is reported as about 0.55 ns. Per the post-synthesis report, the number of cells in the design is 68. Looking at the critical path, the highest net fanout was 6.

The vertical die size came out at approximately 160 um. The number of hold violations in the final report is 0. Global routing consumed, on the met3 layer, 0.2611% of the routing resources.

The tool warning count for the run is ~340. Counting flops with an async set or reset pin after synthesis yields a share of 0%. The floorplan row count is between 50 and 60. The worst setup slack after placement came out at 0.3301 ns. The data arrival time of the critical path came out at 1.18 ns. The end of the worst register-to-register path is scheduler.fill[1]. The number of setup buffers added after CTS is 0.

The DRC violation total left in the routed layout is recorded as 0. The number of distinct library cells after synthesis came out at 13. In the global route stage, met2 resource usage came out at less than 1%. Entering global routing, the biggest net connects 7 pins. By area the synthesized netlist is led by sky130_fd_sc_hd__buf_4 75%, sky130_fd_sc_hd__dfxtp_1 11%, sky130_fd_sc_hd__and4bb_2 2.3%.

The iteration-0 DRC count of the detailed router is 5. The signal on the critical path passes through clkdlybuf4s50_1. The routed design ends up with an antenna cell count of 0. The number of fill cells is approximately 2.3k. The number of search-and-repair iterations in the first detailed-routing pass came out at 2. The clock-pin slew of the registers on the worst-case setup and hold paths came out at ~0.03 ns. The boundary pin count came out at around 370. The final estimated routing congestion in global placement is between 0.5 and 0.6. In this run the deepest clock path goes through 2 buffers. The script computed a power per unit cell area of approximately 520 nW/um2.

In the power breakdown, the internal column shows ~350 uW. The kind of cell with the highest combined delay along the critical path is buffers and inverters. The sequential fraction of design power came out at between 10% and 20%.

Global routing finished with a remaining overflow of 0. The register area share after synthesis is roughly 11%. The worst vdd rail ir drop is between 0.00015 and 0.0002 V. The synthesis-stage register bit count came out at 3. The CTS tree is built. The final setup TNS came out at 0 ns. The share of power burned in combinational logic came out at 5.8%. The initial antenna violation count came out at 0. The reported net switching power came out at ~69 uW. STA reports the tightest min-delay check as being of type flop to flop. The number of buffers added by the clock tree synthesis step came out at 3.

The depth of the worst register-to-register path came out at 3. The critical path is of the flop to primary output type. STA lists the startpoint of the worst hold path as scheduler.fill[1].

The number of gates resized after CTS was 0. For this run, the final setup violation count is recorded as 0. The cell sitting at the root of the clock tree is a sky130_fd_sc_hd__clkbuf_16.

Global routing consumed, on the met1 layer, between 1 and 1.5% of the routing resources. The first-pass GRT wire length came out at 1656 um. The slowest cell on the critical path is sky130_fd_sc_hd__clkdlybuf4s50_1.

Yosys reports a chip area of approximately 540 um2. The top cell type by total area after synthesis is sky130_fd_sc_hd__buf_4. The mean area per synthesized cell is between 7 and 8 um2. The initial utilization of the core area, before any placement, comes to between 2 and 3%. CTS built an H-tree with a depth of 1. The minimum period implied by the final worst setup slack came out at approximately 1.6 ns. By count the netlist is led by 54 x sky130_fd_sc_hd__buf_4, 3 x sky130_fd_sc_hd__dfxtp_1. The overall fraction of global-route tracks in use is less than 1%.

The worst-case reg-to-reg setup slack stands at just under 0.9 ns.
sequential cells by signal (all words and copies together), names as in the netlist:
register,cells
scheduler.fill,2
scheduler.ready_i,1
cell usage in the layout (no fill, tap or decap):
cell type,synthesis,final
sky130_fd_sc_hd__a21oi_1,1,1
sky130_fd_sc_hd__conb_1,1,54
sky130_fd_sc_hd__clkbuf_1,0,1
sky130_fd_sc_hd__dfxtp_1,3,3
sky130_fd_sc_hd__ha_1,1,1
sky130_fd_sc_hd__nand2_1,1,1
sky130_fd_sc_hd__inv_1,1,1
sky130_fd_sc_hd__a31o_2,1,1
sky130_fd_sc_hd__a211oi_1,1,1
sky130_fd_sc_hd__a311oi_1,1,1
sky130_fd_sc_hd__a21o_1,1,1
sky130_fd_sc_hd__clkdlybuf4s50_1,0,6
sky130_fd_sc_hd__nor2_1,1,1
sky130_fd_sc_hd__clkbuf_16,0,3
sky130_fd_sc_hd__and4bb_2,1,1
tightest hold or removal path, cell delays in order (launching register included):
cell and delay (ns):
sky130_fd_sc_hd__dfxtp_1 0.30, sky130_fd_sc_hd__a21oi_1 0.11, sky130_fd_sc_hd__a311oi_1 0.06
area by class of cell:
type,count,area [um2],share of cell area (%)
clock buffer,4,78.83,9.767
timing repair buffer,6,60.06,7.442
sequential,3,60.06,7.442
tap,265,331.6,41.09
multi-input combinational,63,272.8,33.80
inverter,1,3.754,0.4651
kinds of logic after synthesis:
family                   Yosys count  synth area share, %
adder cells (fa/ha/maj)            1                2.304
AND-OR/OR-AND                      5                6.913
AND/OR/NAND/NOR                    3                3.685
flip-flops                         3                11.06
buffers and inverters             55                75.35
other                              1               0.6906
per-layer routing:
| metal | part of all wire [%] | vias to the layer above |
|---|---|---|
| li1 | - | 125 |
| met1 | 62 | 116 |
| met2 | 24 | 56 |
| met3 | 8.4 | 4 |
| met4 | 5.1 | 0 |
| met5 | 0 | - |
worst max path at each step:
stage            startpoint                 to  slack (ns)  cells after the start
4_1_cts   scheduler.ready_i  instruction_ready        0.34                      1
5_1_grt   scheduler.ready_i  instruction_ready        0.30                      1
6_report  scheduler.ready_i  instruction_ready        0.34                      1
power by group through the flow:
stage,clock network [uW],registers [uW],logic [uW]
final,333,65.9,24.4
after global routing,344,66.0,33.0
after CTS,339,65.9,27.8
metrics by stage:
step                utilization, %  power, uW  cells  instance area, um2
finish                       4.160      423.3    342               807.0
global route                 4.160      443.3    342               807.0
CTS                          4.160      432.8    342               807.0
detailed placement           3.754      93.77    338               728.2
global placement             3.754      94.21    338               728.2
floorplan                        -      150.8    121               742.0
Power is estimated from default activity; no workload was simulated.
