**design/flow/run.sh**
```bash
#!/bin/bash
# OpenROAD 26Q1-2900-gdf79404cd8, Yosys 0.63+post, stock flow scripts
make -C /OpenROAD-flow-scripts/flow DESIGN_CONFIG=/design/flow/config.mk WORK_HOME=/design/flow/orfs finish
```
**design/flow/config.mk**
```make
export PLATFORM = sky130hd
export DESIGN_NAME = flow
export DESIGN_NICKNAME = flow
export VERILOG_FILES = /design/flow/design.v
export SDC_FILE = /design/flow/constraint.sdc
export NUM_CORES = 4
export LEC_CHECK = 1
export CORE_AREA = 10 10 163 163
export DIE_AREA = 0 0 173 173
```
**design/flow/constraint.sdc**
```tcl
current_design flow

set clk_period 1.7
set clk_io_pct 0.2

create_clock -name clk0 -period $clk_period [get_ports {clk}]

set non_clock_inputs [all_inputs -no_clocks]
set_input_delay [expr $clk_period * $clk_io_pct] -clock clk0 $non_clock_inputs
set_output_delay [expr $clk_period * $clk_io_pct] -clock clk0 [all_outputs]
```
**design/flow/design.v**
```verilog
module fifo#(
parameter DEPTH = 2,
parameter WIDTH = 32,
parameter ALMOST_FULL = 1
) (
input 	wire 				clk,
input 	wire 				reset,
input 	wire 				valid_i,
output 	reg 				ready_i,
input 	wire 	[WIDTH-1:0] data_i,
output	reg					valid_o,
input	wire				ready_o,
output	wire	[WIDTH-1:0]	data_o
);
reg [WIDTH-1:0]	data [2**DEPTH-1:0];
reg [DEPTH-1:0]	ptr_i;
reg	[DEPTH-1:0]	ptr_o;
reg [DEPTH-1:0] fill;
always@(posedge clk) begin
	if(valid_o & ready_o) begin
		ptr_o <= ptr_o + 1;
		fill = fill - 1;
		ready_i <= 1;
		if(fill==0)
			valid_o<=0;
	end
	if(valid_i & ready_i) begin
		fill = fill+1;
		ptr_i <= ptr_i + 1;
		valid_o <= 1;
		if(fill==0)
			ready_i <= 0;
	end
	if(reset) begin
		valid_o <= 0;
		fill = '0;
		ptr_o <= '0;
		ptr_i <= '0;
		ready_i <= 1;
	end
end
always@(posedge clk) begin
	if(valid_i & ready_i)
		data[ptr_i] <= data_i;
end
	assign data_o = data[ptr_o];
endmodule
typedef enum logic [6:0] {
	LUI		=	7'b0110111,
	AUIPC	=	7'b0010111,
	JAL	    =	7'b1101111,
	JALR 	=	7'b1100111,
	BRANCH	=	7'b1100011,
	LOAD	=	7'b0000011,
	STORE	=	7'b0100011,
	ALUI	=	7'b0010011,
	ALU	    =	7'b0110011,
	FENCE	=	7'b0001111,
	PRIVI	=	7'b1110011
}	OPCODE;
typedef enum logic [2:0] {
	UNIT_FLOW 			= 1,
	UNIT_ALU_INT 		= 2,
	UNIT_LOAD_STORE		= 4,
	UNIT_NOT_IMPLEMENTED = 7
} OPCODE_UNIT;
typedef enum logic [1:0] {
	DEPENDANCY_NO		=	2'b00,
	DEPENDANCY_RS1		=	2'b01,
	DEPENDANCY_RS2		=   2'b11
} OPCODE_DEPENDANCY;
typedef struct packed {
	logic	[6:0]	funct7	;
	logic	[4:0]	rs2     ;
	logic	[4:0]	rs1     ;
	logic	[2:0]	funct3  ;
	logic	[4:0]	rd      ;
	OPCODE			opcode  ;
} R_TYPE_INSTRUCTION;
typedef struct packed {
	logic	[11:0]	imm     ;
	logic	[4:0]	rs1     ;
	logic	[2:0]	funct3  ;
	logic	[4:0]	rd      ;
	OPCODE			opcode  ;
} I_TYPE_INSTRUCTION;
typedef struct packed {
	logic	[6:0]	imm12   ;
	logic	[4:0]	rs1     ;
	logic	[4:0]	rs2		;
	logic	[2:0]	funct3  ;
	logic	[4:0]	imm5    ;
	OPCODE			opcode  ;
} S_TYPE_INSTRUCTION;
typedef struct packed {
	logic	[6:0]	imm12   ;
	logic	[4:0]	rs1     ;
	logic	[4:0]	rs2		;
	logic	[2:0]	funct3  ;
	logic	[4:0]	imm5    ;
	OPCODE			opcode  ;
} B_TYPE_INSTRUCTION;
typedef struct packed {
	logic	[19:0]	imm   	;
	logic	[4:0]	rd    	;
	OPCODE			opcode	;
} U_TYPE_INSTRUCTION;
typedef struct packed {
	logic	[19:0]	imm   	;
	logic	[4:0]	rd    	;
	OPCODE			opcode  ;
} J_TYPE_INSTRUCTION;
typedef union packed {
	R_TYPE_INSTRUCTION 	r_type;
	I_TYPE_INSTRUCTION 	i_type;
	S_TYPE_INSTRUCTION 	s_type;
	B_TYPE_INSTRUCTION 	b_type;
	U_TYPE_INSTRUCTION 	u_type;
	J_TYPE_INSTRUCTION 	j_type;
	logic 	[31:0]		instruction_raw;
} INSTRUCTION;
typedef struct packed {
	INSTRUCTION			instruction	;
	logic	[31:0]		pc			;
	logic	[31:0]		pc_4		;
} INSTRUCTION_FECHED;
typedef struct packed {
	INSTRUCTION			instruction	;
	logic	[31:0]		pc			;
	logic	[31:0]		pc_4		;
	OPCODE_DEPENDANCY	dependancy	;
	OPCODE_UNIT			unit		;
} INSTRUCTION_DECODED;
typedef struct packed {
	INSTRUCTION			instruction	;
	logic	[31:0]		pc			;
	logic	[31:0]		pc_4		;
	OPCODE_DEPENDANCY	dependancy	;
	OPCODE_UNIT			unit		;
	logic	[6:0]		rs1			;
	logic	[6:0]		rs2			;
	logic	[6:0]		rd			;
} INSTRUCTION_RENAMED;
typedef struct packed {
	INSTRUCTION			instruction	;
	logic	[31:0]		pc			;
	logic	[31:0]		pc_4		;
	logic	[6:0]		rs1			;
	logic	[6:0]		rs2			;
	logic	[6:0]		rd			;
} INSTRUCTION_SCHEDULED;
typedef enum logic [3:0] {	
	ADD		=	4'b0000,
	SLL     =	4'b0001,
	SLT     =	4'b0010,
	SLTU    =	4'b0011,
	XOR     =	4'b0100,
	SR 	    =	4'b0101,
	OR      =	4'b0110,
	AND     =	4'b0111,
	SUB		=	4'b1000,
	SRA		=	4'b1101,
	ALU_NOP	= 	4'b1111
}	ALU_FUNC;
typedef struct packed {
	ALU_FUNC		alu_func;
	logic	[31:0]	lhs;
	logic	[31:0]	rhs;
	logic	[6:0]	rd;
} INSTRUCTION_ALU;
typedef enum logic [3:0] {
	LS_LB	= 4'b1000,
	LS_LH   = 4'b1001,
	LS_LW   = 4'b1010,
	LS_LBU  = 4'b1011,
	LS_LHU  = 4'b1100,
	LS_SB   = 4'b1101,
	LS_SH   = 4'b1110,
	LS_SW   = 4'b1111,
	LS_NOP 	= 4'b0000
} LS_FUNC;
typedef struct packed {
	LS_FUNC			ls_func;
	logic	[31:0]	addr;
	logic	[31:0]	data;
	logic 	[6:0]	rd;
} INSTRUCTION_LS;
typedef enum logic [1:0] {
	FLOW_JAL	=	2'b01,
	FLOW_JALR   =	2'b10,
	FLOW_BRANCH = 	2'b11,
	FLOW_NOP	=	2'b00
} FLOW_FUNC;
typedef enum logic [2:0] {
	BEQ 	=	3'b000,
	BNE		=	3'b001,
	BLT     =	3'b100,
	BGE     =	3'b101,
	BLTU    =	3'b110,
	BGEU    =	3'b111,
	BINVALID=	3'b011
} BRANCH_TYPE;
typedef struct packed {
	FLOW_FUNC		flow_func;
	BRANCH_TYPE		branch_type;
	logic	[31:0]	pc_lhs;
	logic	[31:0]	pc_rhs;
	logic	[31:0]	branch_lhs;
	logic	[31:0]	branch_rhs;
	logic	[31:0]	pc_4;
	logic	[6:0]	rd;
} INSTRUCTION_FLOW;
typedef struct packed {
	logic	[31:0]	data;
	logic	[6:0]	dest;
} RESULT;
module flow(
	input wire clk,
	input wire reset,
	input 	wire	[127:0]			register_valid,
	input 	INSTRUCTION_RENAMED 	instruction_data,	
	input 	wire 					instruction_valid, 
	output 	wire					instruction_ready,	
	output	wire	[31:0]			jump_addr,
	output	wire					jump,
	output	wire	[1:0][6:0]		read_addr,
	input	wire	[1:0][31:0]		read_data,
	output 	wire 					result_valid,
	input 	wire 					result_ready,
	output 	RESULT 					result_data	    
);
	INSTRUCTION_SCHEDULED	scheduler_instruction_data	;
	wire					scheduler_instruction_valid ;
	reg						scheduler_ready		        ;
	INSTRUCTION_FLOW		flow_instruction_data		;
	RESULT 					result_flow        			;    
	wire 					result_flow_valid      		;
fifo#(
.DEPTH(4),
.WIDTH($bits(result_flow))
) flow_result_buffer (
.clk			(clk				),
.reset          (reset				),
.valid_i        (result_flow_valid	),
.ready_i        (scheduler_ready	),
.data_i         (result_flow		),
.valid_o        (result_valid		),
.ready_o        (result_ready		),
.data_o         (result_data		));
flow_p1 flow_p1(
.clk			(clk					),
.reset          (reset                  ),
.instruction    (flow_instruction_data  ),
.jump           (jump			        ),
.jump_addr      (jump_addr		        ),
.result         (result_flow            ),
.result_valid   (result_flow_valid      ));
flow_p0 flow_p0(
.clk			(clk						),
.reset	        (reset						),
.addra          (read_addr[0]				),
.addrb          (read_addr[1]				),
.dataa          (read_data[0]				),
.datab          (read_data[1]				),
.instruction_i  (scheduler_instruction_data	),
.valid_i        (scheduler_instruction_valid),
.instruction_o  (flow_instruction_data		));
scheduler#(.SLOT(4)) scheduler_flow (
.clk			(clk						),
.reset          (reset	                    ),
.register_valid (register_valid    			),
.instruction_i  (instruction_data			),
.valid_i        (instruction_valid & instruction_data.unit == UNIT_FLOW	),
.ready_i        (instruction_ready			),
.instruction_o  (scheduler_instruction_data	),
.valid_o        (scheduler_instruction_valid),
.ready_o        (scheduler_ready			));
endmodule
module flow_p0(
	input wire clk,
	input wire reset,
	output	wire			[6:0]	addra,
	output	wire			[6:0]	addrb,
	input	wire			[31:0]	dataa,
	input	wire			[31:0]	datab,
	input	INSTRUCTION_SCHEDULED 	instruction_i,
	input	logic					valid_i, 
	output	INSTRUCTION_FLOW		instruction_o
);
	assign addra = instruction_i.rs1;
	assign addrb = instruction_i.rs2;
	reg is_jal;
	reg is_jalr;
	reg is_branch;
	reg [2:0] funct3;
	reg [31:0] pc;
	reg [31:0] pc_4;
	reg [6:0] rd;
	wire [31:0] instruction_raw;
	reg [31:0] imm_b;
	reg [31:0] imm_j;
	reg [31:0] imm_i;
	reg valid_d;
	assign instruction_raw = instruction_i.instruction.instruction_raw;
	always_ff@(posedge clk) begin
		valid_d<=valid_i;
		is_jal<=instruction_i.instruction.r_type.opcode == JAL;
		is_jalr<=instruction_i.instruction.r_type.opcode == JALR;
		is_branch<=instruction_i.instruction.r_type.opcode == BRANCH;
		pc<=instruction_i.pc;
		pc_4<=instruction_i.pc_4;
		imm_b <= {{20{instruction_raw[31]}},instruction_raw[11],instruction_raw[30:25],instruction_raw[10:7],1'b0};
		imm_j <= {{12{instruction_raw[31]}},instruction_raw[19:12],instruction_raw[20],instruction_raw[30:21],1'b0};
		imm_i <= {{20{instruction_raw[31]}},instruction_raw[30:20]};	
		funct3 <= instruction_i.instruction.r_type.funct3;
		rd <= instruction_i.rd;
	end
	always_ff@(posedge clk) begin
		case({valid_d,is_jal,is_jalr,is_branch})
			4'b1100:	instruction_o.flow_func <= FLOW_JAL;
			4'b1010:	instruction_o.flow_func <= FLOW_JALR;
			4'b1001:	instruction_o.flow_func <= FLOW_BRANCH;
			default:	instruction_o.flow_func <= FLOW_NOP;
		endcase
		case(funct3)
			3'b000	: instruction_o.branch_type<=BEQ 	;
			3'b001	: instruction_o.branch_type<=BNE	;
			3'b100	: instruction_o.branch_type<=BLT 	;
			3'b101	: instruction_o.branch_type<=BGE 	;
			3'b110	: instruction_o.branch_type<=BLTU	;
			3'b111	: instruction_o.branch_type<=BGEU	;
			default	: instruction_o.branch_type<=BINVALID	;
		endcase
		instruction_o.pc_lhs <= is_jalr ? dataa : pc;
		instruction_o.pc_rhs <= is_jal ? imm_j : ( is_jalr ? imm_i : imm_b);
		instruction_o.branch_lhs <= dataa;
		instruction_o.branch_rhs <= datab;		
		instruction_o.pc_4 <= pc_4;
		instruction_o.rd <= rd;
	end
endmodule
module flow_p1(
	input wire clk,
	input wire reset,
	input	INSTRUCTION_FLOW	instruction,
	output	reg					jump,
	output	reg			[31:0]	jump_addr,
	output 	RESULT				result,
	output	reg 				result_valid
);
	reg branch_taken;
	always_comb
		case(instruction.branch_type)
			BEQ 	:	branch_taken <= instruction.branch_lhs == instruction.branch_rhs;
			BNE		:   branch_taken <= instruction.branch_lhs != instruction.branch_rhs;
			BLT 	:   branch_taken <= ($signed(instruction.branch_lhs)) <  ($signed(instruction.branch_rhs));
			BGE 	:   branch_taken <= ($signed(instruction.branch_lhs)) >= ($signed(instruction.branch_rhs));
			BLTU	:   branch_taken <= ($unsigned(instruction.branch_lhs)) <  ($unsigned(instruction.branch_rhs));
			BGEU	:   branch_taken <= ($unsigned(instruction.branch_lhs)) >= ($unsigned(instruction.branch_rhs));
			default	:   branch_taken <= 0;
		endcase
	always_ff@(posedge clk) begin
		jump_addr <= (branch_taken | instruction.flow_func == FLOW_JAL | instruction.flow_func == FLOW_JALR) ? instruction.pc_rhs + instruction.pc_lhs : instruction.pc_4;
		jump <= instruction.flow_func != FLOW_NOP;
		result.dest <= instruction.rd;
		result.data <= instruction.pc_4;
		result_valid <= instruction.flow_func == FLOW_JAL | instruction.flow_func == FLOW_JALR;
	end
endmodule
module scheduler#(
	parameter SLOT = 4,
	parameter REGISTER_COUNT = 128
) (
	input wire clk,
	input wire reset, 
	input wire [REGISTER_COUNT-1:0] register_valid,
	input	INSTRUCTION_RENAMED	instruction_i,
	input	logic				valid_i,
	output	logic				ready_i, 
	output 	INSTRUCTION_SCHEDULED 	instruction_o,
	output 	logic 					valid_o,
	input	logic					ready_o
);
	INSTRUCTION_RENAMED [SLOT-1:0] pending_instruction;
	INSTRUCTION_RENAMED instruction_scheduled;
	reg instruction_valid;
	reg [$clog2(SLOT)-1:0] instruction_valid_index;
	reg [$clog2(SLOT)-1:0] fill;
	reg [SLOT-1:0] instruction_in_slot;
	reg [$clog2(SLOT)-1:0] empty_slot;
	wire [SLOT-1:0] instruction_dependancy_check;
	genvar i;
	generate 			
		for(i=0;i<SLOT;i=i+1) begin
			wire [6:0] rs1;
			wire [6:0] rs2;
			wire rs1_valid;
			wire rs2_valid;
			OPCODE_DEPENDANCY dependancy;		
			assign rs1 = pending_instruction[i].rs1;
			assign rs2 = pending_instruction[i].rs2;
			assign dependancy = pending_instruction[i].dependancy;
			assign rs1_valid = (register_valid[rs1]|(dependancy==DEPENDANCY_NO));
			assign rs2_valid = (register_valid[rs2]|(dependancy!=DEPENDANCY_RS2));
			assign instruction_dependancy_check[i] = rs1_valid & rs2_valid;	
		end
	endgenerate
	int j;
	always_comb begin
		empty_slot<='0;
		for(j=SLOT-1;j>=0;j=j-1)
			if(!instruction_in_slot[j])
				empty_slot<=j;
	end
	int k;
	always_comb begin
		instruction_valid<=0;
		instruction_valid_index<=0;
		for(k=SLOT-1;k>=0;k=k-1)
			if(instruction_dependancy_check[k] & instruction_in_slot[k]) begin
				instruction_valid_index<=k;
				instruction_valid<=1;
			end
	end
	always_ff@(posedge clk) begin
		valid_o <= instruction_valid;
		if(instruction_valid & ready_o) begin
			instruction_scheduled <= pending_instruction[instruction_valid_index];
			instruction_in_slot[instruction_valid_index] <= 0;
			fill = fill - 1;
			ready_i <= 1;
		end
		if(valid_i & ready_i) begin
			pending_instruction[empty_slot] <= instruction_i;
			instruction_in_slot[empty_slot] <= 1;
			fill = fill + 1;
			if(fill==SLOT-1)
				ready_i <= 0;
		end
		if(reset) begin
			instruction_in_slot <= '0;
			fill = '0;
			ready_i <= 1;
		end
	end
	assign instruction_o.instruction	=	instruction_scheduled.instruction	;	
	assign instruction_o.pc				=   instruction_scheduled.pc			;
	assign instruction_o.pc_4			=   instruction_scheduled.pc_4		    ;
	assign instruction_o.rs1			=	instruction_scheduled.rs1		    ;
	assign instruction_o.rs2			=	instruction_scheduled.rs2		    ;
	assign instruction_o.rd				= 	instruction_scheduled.rd			;
endmodule
```
==> results.yml <==
# generated from flow reports
finish:
  lay_top_count: "conb_1"
  fill_cells: 2733
  final_cell_mix: "87 x conb_1, 6 x clkdlybuf4s50_1, 3 x clkbuf_16, 3 x dfxtp_1"
  drive_gt1_share_pct: 4.55
  stdcell_area_um2: 991
  area_delta_synth_final_pct: 25.3
critical_path:
  r2r_end: "scheduler_flow.fill[1]"
  arrival_ns: 1.12
  crit_family: "buffers and inverters"
  reg2reg_depth: 3
  critPathBufInv: 1
  crit_fanout: 6
  worst-r2r-setup-slack_ns: 0.67
  startpoint_type: "register"
  cp.required_ns: 1.36
  critical_path_class: "reg -> out"
  critical_path.endpoint_type: "output pin"
  crit_chain: "clkdlybuf4s50_1"
  critPathMaxStageDelay_ns: 0.50
  slowest_stage: "clkdlybuf4s50_1"
  r2r-start: "scheduler_flow.fill[0]"
clocking:
  cts_tree: "built"
  clock_sinks: 3
  h-tree-depth: 1
  cts_setup_buffers: 0
  cts.repair.resized: 0
  cts-root-buf: "clkbuf_16"
  clkLatencyLatePin_ns: 0.22
  cts_buffer_depth: 2
  cts_hold_buf: 0
  clk_pin_slew_ns: 0.03
  numCtsBuffers: 3
place:
  dpl.hpwl_um: 1540
  io_buffers: 6
  place_area_um2: 912
  finalWeightedCongestion: 0.553
drt:
  diodes: 0
  post-route-drc-count: 0
  totalWireLength_um: 1650
  ant_nets: 0
  wl_per_cell_um: 3.91
  drt_first_pass_iters: 2
  via_count: 389
  drt_iter0_drc: 15
  via_per_inst: 0.920
global_routing:
  grt_pass1_wl_um: 2200
  grt_overflow_total: 0
  grt_max_degree: 7
  grt_pass1_vias: 579
  antenna_found_initial: 0
  grt_usage_pct: 0.854
final_timing:
  finalMaxSlewViolations: 0
  fin_skew_ns: 0.000843
  setup_viol: 0
  rsz0062_at_grt: "false"
  hold_slack_ns: 0.521
  fmax_mhz: 683
  fin_crit_ns: 1.46
  tns_ns: 0
  fin_crit_sh_pct: 86.1
  timing.final.hold_violations: 0
logic_synthesis:
  ys_seq_share_pct: 7.59
  ys_ff: 3
  yosys-stat-cells: 101
  synth_area_leader_cell: "buf_4"
  area_leaders: "buf_4 83%, dfxtp_1 7.6%, and4bb_2 1.6%"
  syn_area_um2: 791
  ys_warn_count: 28
  ys_chip_area_um2: 791
  synth_cell_types: 13
  syn_avg_cell_area_um2: 7.83
  synthDominantCellAreaShare_pct: 82.6
  syn-instance-count: 101
power:
  power_density_nw_per_um2: 479
  irDropWorstVdd_uv: 179
  combPwrFrac_pct: 7.0
  netSwitchingFraction_pct: 16.7
  p_leak_nw: 0.390
  clkPwrFrac_pct: 77.5
  p_int_w: 0.000396
  p_seq_share_pct: 15.5
  p_switching_w: 0.0000794
die:
  fp-row-count: 55
  die_w_um: 173
  die_y_um: 173
  pin_count: 406
  fp-utilization_pct: 3.46
  dieArea_um2: 29900
  core_um2: 22800
outcome:
  status: "finished, final reports clean"
worst_hold_path:
  worstHoldPathType: "reg -> reg"
  whs_path_depth: 2
  min-delay-start: "scheduler_flow.fill[1]"
  whs_endpoint: "scheduler_flow.fill[1]"
flow_run:
  maxCapViolations: 0
  tool_warnings: 337
[kinds of logic (layout without fill, tap and decap cells)]
family                     after synthesis  after routing  share of synthesized area [%]
buffers and inverters                   88             11                           83.1
other                                    1             87                          0.474
and+or+nand+nor                          3              3                           2.53
adders and majority gates                1              1                           1.58
AOI/OAI and AO/OA                        5              5                           4.75
DFF                                      3              3                           7.60
[cell type report]
| class | instances | area, µm² | share of cell area [%] |
|---|---|---|---|
| Multi-Input combinational cell | 96 | 397 | 40.0 |
| Sequential cell | 3 | 60.1 | 6.06 |
| Tap cell | 313 | 392 | 39.5 |
| Timing Repair Buffer | 6 | 60.1 | 6.06 |
| Clock buffer | 4 | 78.8 | 7.95 |
| Inverter | 1 | 3.75 | 0.379 |
[how the worst max path moves through the flow]
stage	startpoint	end	slack, ns	depth (start not counted)
CTS	instruction_data[23]	scheduler_flow.fill[1]	0.21	4
global route	instruction_data[23]	scheduler_flow.fill[1]	0.18	4
finish	scheduler_flow.ready_i	instruction_ready	0.24	1
[cell usage after synthesis (all sizes together)]
cell / n
buf: 87
dfxtp: 3
a211oi: 1
a21o: 1
a21oi: 1
a311oi: 1
a31o: 1
and4bb: 1
conb: 1
ha: 1
inv: 1
nand2: 1
nor2: 1
[power by group through the flow]
stage	Combinational [W]	Sequential, W	Clock, W
after CTS	0.0000390	0.0000738	0.000374
final	0.0000332	0.0000738	0.000368
after global routing	0.0000467	0.0000740	0.000382
[routing by layer]
layer	vias up	share of wire, %	global-route usage, %	wire length [µm]
met3	2	7.6	0.243	125
met4	0	1.3	0.216	21
met2	73	34	1.08	565
met5	-	0	0	0
met1	156	57	1.34	940
li1	158	-	-	-
[metrics by stage]
step / power [W] / worst slack, ns / cells / utilization (%)
final: 0.000475 / 0.237 / 423 / 4.34
after global routing: 0.000502 / 0.177 / 423 / 4.34
after CTS: 0.000487 / 0.213 / 423 / 4.34
after detailed placement: 0.000113 / 0.00779 / 419 / 3.99
after global placement: 0.000114 / 0.0125 / 419 / 3.99
after floorplan: 0.000222 / 0.649 / 187 / -
[sequential cells by signal (all words and copies together) (netlist names)]
register and flops:
scheduler_flow.fill 2, scheduler_flow.ready_i 1
Power figures rest on the tool's default switching activity, not on a simulated workload.
